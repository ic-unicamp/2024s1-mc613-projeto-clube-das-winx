$ cat ./run.sh
#!/bin/bash
# OpenROAD 26Q1-2900-gdf79404cd8, Yosys 0.63+post, stock flow scripts
make -C /OpenROAD-flow-scripts/flow DESIGN_CONFIG=/design/flow/config.mk WORK_HOME=/design/flow/orfs finish
$ cat ./config.mk
export PLATFORM = sky130hd
export DESIGN_NAME = top
export DESIGN_NICKNAME = top
export VERILOG_FILES = /design/flow/design.v
export SDC_FILE = /design/flow/constraint.sdc
export NUM_CORES = 4
export LEC_CHECK = 1
export CORE_UTILIZATION = 50
$ cat ./constraint.sdc
current_design top

set clk_period 6.8
set clk_io_pct 0.2

create_clock -name clk0 -period $clk_period [get_ports {CLOCK_50}]
create_clock -name clk1 -period $clk_period [get_ports {KEY}]

set non_clock_inputs [all_inputs -no_clocks]
set_input_delay [expr $clk_period * $clk_io_pct] -clock clk0 $non_clock_inputs
set_output_delay [expr $clk_period * $clk_io_pct] -clock clk0 [all_outputs]
$ cat ./design.v
module ConversorBinario7Segmentos(
    input [23:0] BCD,
    output reg [6:0] digito0,
    output reg [6:0] digito1,
    output reg [6:0] digito2,
    output reg [6:0] digito3,
    output reg [6:0] digito4,
    output reg [6:0] digito5
);
integer k;
reg [41:0] valor_bcd;
reg [19:0]copia_BCD;
always @(*) begin
	valor_bcd = 42'b0;
	copia_BCD = BCD;
   for(k = 0; k < 6; k = k + 1) begin
      valor_bcd = valor_bcd << 7;
      case(copia_BCD[3:0])
        0: valor_bcd[6:0] = 'b1000000;
        1: valor_bcd[6:0] = 'b1111001;
        2: valor_bcd[6:0] = 'b0100100;
        3: valor_bcd[6:0] = 'b0110000;
        4: valor_bcd[6:0] = 'b0011001;
        5: valor_bcd[6:0] = 'b0010010;
        6: valor_bcd[6:0] = 'b0000010;
        7: valor_bcd[6:0] = 'b1111000;
        8: valor_bcd[6:0] = 'b0000000;
        9: valor_bcd[6:0] = 'b0010000;
      endcase
    copia_BCD = copia_BCD >> 4;
    end
        digito0 = valor_bcd[41:35];
        digito1 = valor_bcd[34:28];
        digito2 = valor_bcd[27:21];
        digito3 = valor_bcd[20:14];
        digito4 = valor_bcd[13:7];
        digito5 = valor_bcd[6:0];
end
endmodule
module conversor
 #( parameter                W = 19)   
  ( input      [W-1      :0] bin   ,   
    output reg [W+(W-4)/3:0] bcd   );  
  integer i,j;
  always @(bin) begin
    for(i = 0; i <= W+(W-4)/3; i = i+1) bcd[i] = 0;      
    bcd[W-1:0] = bin;                                    
    for(i = 0; i <= W-4; i = i+1)                        
      for(j = 0; j <= i/3; j = j+1)                      
        if (bcd[W-i+4*j -: 4] > 4)                       
          bcd[W-i+4*j -: 4] = bcd[W-i+4*j -: 4] + 4'd3;  
  end
endmodule
module top (
    input CLOCK_50,
    input [3:0] KEY,
	 input [9:0] SW,
	 output [6:0] HEX0,
	 output [6:0] HEX1,
	 output [6:0] HEX2,
	 output [6:0] HEX3,
	 output [6:0] HEX4,
	 output [6:0] HEX5,
	 output reg clk_out_1,
	 output reg clk_out_2
);
    reg [25:0] count;
	 wire reset, cronometro_start, timer_function, timer_set, timer_start, cronometro_stop, plus, modeSeconds, modeMinutes, modeHours;
	 wire [23:0] bcd1, bcd2, bcd3;
	 reg [6:0] seconds_reg_timer, minutes_reg_timer, hours_reg_timer, seconds_reg_cronometro, minutes_reg_cronometro, hours_reg_cronometro, seconds_reg_timer_2, minutes_reg_timer_2, hours_reg_timer_2;
    always @(posedge CLOCK_50) begin
        if (reset) begin
            count = 26'd0;
            clk_out_1 = 1'b0;
				clk_out_2 = 1'b0;
        end else begin
            if (count == 26'd24_999_999) begin
                count = 26'd0;
                clk_out_1 = ~clk_out_1;
					 clk_out_2 = ~clk_out_2;
            end else begin
                count = count + 1;
            end
        end
    end
	 assign reset = ~KEY[0];
	 assign cronometro_start = SW[0];
	 assign timer_function = SW[1];
	 assign timer_set = ~KEY[1];
	 assign timer_start = SW[2];
	 assign cronometro_stop = ~SW[0];
	 assign plus = SW[7];
	 assign modeSeconds = ~SW[8] && ~SW[9];
	 assign modeMinutes = SW[8] && ~SW[9];
	 assign modeHours = SW[9];
	 always @(posedge timer_set or posedge reset) begin
		if (reset) begin
            seconds_reg_timer = 7'b0000000;
				minutes_reg_timer = 7'b0000000;
				hours_reg_timer = 7'b0000000;
       end else if (timer_set) begin
			if (modeSeconds) begin
				if (seconds_reg_timer == 7'b0111011 && plus) begin
					seconds_reg_timer = 7'b0000000;
				end else if (seconds_reg_timer == 7'b0000000 && !plus) begin
					seconds_reg_timer = 7'b0111011;
				end else begin
					seconds_reg_timer = plus ? seconds_reg_timer + 1 : seconds_reg_timer - 1;
				end
			end else if (modeMinutes) begin
				if (minutes_reg_timer == 7'b0111011 && plus) begin
					minutes_reg_timer = 7'b0000000;
				end else if (minutes_reg_timer == 7'b0000000 && !plus) begin
					minutes_reg_timer = 7'b0111011;
				end else begin
					minutes_reg_timer = plus ? minutes_reg_timer + 1 : minutes_reg_timer - 1;
				end
			end else if (modeHours) begin
				if (hours_reg_timer == 7'b1100011 && plus) begin
					hours_reg_timer = 7'b0000000;
				end else if (hours_reg_timer == 7'b0000000 && modeHours && !plus) begin
					hours_reg_timer = 7'b1100011;
				end else begin
					hours_reg_timer = plus ? hours_reg_timer + 1 : hours_reg_timer - 1;
				end
			end
      end 
	 end
    always @(posedge clk_out_2 or posedge reset) begin
        if (reset) begin
            seconds_reg_cronometro = 7'b0000000;
				minutes_reg_cronometro = 7'b0000000;
				hours_reg_cronometro = 7'b0000000;
				seconds_reg_timer_2 = 7'b0000000;
				minutes_reg_timer_2 = 7'b0000000;
				hours_reg_timer_2 = 7'b0000000;
        end else if (cronometro_start) begin
				if (hours_reg_cronometro == 7'b1100011) begin
					hours_reg_cronometro = 7'b0000000;
				end if (minutes_reg_cronometro == 7'b0111011) begin
                minutes_reg_cronometro = 7'b0000000;
					 hours_reg_cronometro = hours_reg_cronometro + 7'b0000001;
            end if (seconds_reg_cronometro == 7'b0111011) begin
                seconds_reg_cronometro = 7'b0000000;
					 minutes_reg_cronometro = minutes_reg_cronometro + 7'b0000001;
            end else begin
                seconds_reg_cronometro = seconds_reg_cronometro + 1;
            end
        end else if (timer_start) begin
			  if (seconds_reg_timer_2 == 0 && minutes_reg_timer_2 == 0 && hours_reg_timer_2 == 0) begin
					 seconds_reg_timer_2 = 7'b0000000;
           end else begin
					if (seconds_reg_timer_2 == 7'b0000000 && minutes_reg_timer_2 >= 0) begin
						seconds_reg_timer_2 = 7'b0111011;
						if (minutes_reg_timer_2 == 7'b0000000 && hours_reg_timer_2 > 0) begin
							minutes_reg_timer_2 = 7'b0111011;
							hours_reg_timer_2 = hours_reg_timer_2 - 7'b0000001;
						end else begin
							minutes_reg_timer_2 = minutes_reg_timer_2 - 7'b0000001;
						end
					end
					else begin
						seconds_reg_timer_2 = seconds_reg_timer_2 - 1;
					end
           end
		end else begin
			seconds_reg_timer_2 = seconds_reg_timer;
			minutes_reg_timer_2 = minutes_reg_timer;
			hours_reg_timer_2 = hours_reg_timer;
		end
    end
	 conversor conversor1(
		 .bin((timer_function && !timer_start) ? seconds_reg_timer : timer_start ? seconds_reg_timer_2 : seconds_reg_cronometro),
		 .bcd(bcd1)
	);
	ConversorBinario7Segmentos ConversorBinario7Segmentos_segundos (
    .BCD(bcd1),
    .digito0(HEX0),
    .digito1(HEX1)
	);
	conversor conversor2(
		 .bin((timer_function && !timer_start) ? minutes_reg_timer : timer_start ? minutes_reg_timer_2 : minutes_reg_cronometro),
		 .bcd(bcd2)
	);
	ConversorBinario7Segmentos ConversorBinario7Segmentos_minutos (
    .BCD(bcd2),
    .digito0(HEX2),
    .digito1(HEX3)
	);
	conversor conversor3(
		 .bin((timer_function && !timer_start) ? hours_reg_timer : timer_start ? hours_reg_timer_2 : hours_reg_cronometro),
		 .bcd(bcd3)
	);
	ConversorBinario7Segmentos ConversorBinario7Segmentos_horas (
    .BCD(bcd3),
    .digito0(HEX4),
    .digito1(HEX5)
	);
endmodule
==> CHANGELOG.md <==
### Physical design

* Simple share at 24.70%
* Hold_ws at 0.1917 ns
* Worst slew margin at 43.23%
* Comb pwr share at 76.0%
* Post-synth seq share at 26.07%
* Main logic family after synthesis: simple AND/OR/NAND/NOR gates
* # setup viols final at 42
* Most common logic cell in the routed design: buf_4
* Share of layout cells above drive strength 1 at 44.40%
* Worst Path Required at 5.44 ns
* Gr ovfl total at 0
* Final instance area at 13340 sq um
* Worst hold path depth at 3
* Final Worst Setup Slack at -2.541 ns
* Net load switching power at 0.002389 W
* Core area at 15940 sq um
* Yosys aoi share at 23.02%
* Placed cells at 1491
* Die y size at 130.0 um
* 1st-iter DRT viols at 656
* Clock skew at 0.002103 ns
* Max Fanout on Critical Path at 4
* Final Hold Fails at 0
* Worst-Margin Slew at 0.8516 ns
* Crit path launch type: flip-flop
* Worst Path Arrival at 7.98 ns
* CP endpoint kind: primary output
* Global placer's final weighted congestion at 0.8818
* Global-route wire length before repair at 38.76 mm
* Routed WL at 27.56 mm
* Worst R2R Path Depth at 9
* DRT Pass-1 Iters at 5
* GRT busiest layer: met1
* R2R Path End: count[5]
* Yosys cell count at 1022
* Fraction of registers with async set/reset at 69.23%
* Status: finished with violations
* Worst VDD drop at 0.4703 mV
* DIE AREA at 16910 sq um
* HP Class: clk -> reg
* Count of unclocked register or latch pins at 42
* Largest net degree at the start of global routing at 44
* YS warnings at 9
* R2R Path Start: count[0]
* RSZ-0062 raised after global routing: true
* Most numerous logic cells after layout: 253 x buf_4, 102 x nand2_1, 90 x nor2_1, 78 x buf_6, 57 x o21ai_0
* Vias in the first global route at 8580
* Post-DP HPWL at 15.63 mm
* DIE WIDTH at 130.0 um
* FF-to-FF setup slack at 4.55 ns
* Initial Util at 51.41%
* Global Route met2 Usage at 42.49%
* Setup TNS at -89.96 ns
* Worst setup path class: reg -> out
* LEAKAGE at 6.051 nW
* Routed len/inst at 17.01 um
* Yosys cell types at 101
* Syn Inst Count at 1022
* Reg area at 2137 sq um
* Via/cell ratio at 5.763
* Synth mux share at 5.877%
* Ys flops at 91
* Max_cap viols at 0
* IO Pins at 59
* Antenna Nets Post-Route at 0
* Rows at 46
* Post-synth EDFFs at 0
* Via count at 9336
* Max Transition Viols Final at 0
* Failing checks: negative setup slack
* Global routing usage on met1 at 44.17%
* XOR Share, Synth at 8.793%
* Reg clk slew, reported paths at 0.07 ns
* Area of the mapped netlist at 8197 sq um
* Met3 Use GR at 7.933%
* Post-synth top flop: dfrtp_1
* Endpoints left unconstrained at 42
* Hold path startpoint: KEY[0]
* Layout area overhead at 62.71%
* Input/output buffers at 50
* Switching share of total power at 42.26%
* Chip area in the Yosys report at 8197 sq um
* GRT Util Overall at 29.29%
* Fa+ha+maj area frac at 7.449%
* Int Power at 0.003264 W
* Gate Area at 6979 sq um
* Hold path endpoint: clk_out_1
* Initial antenna violation count at 1
* Filler cell count at 826
* Residual DRC count at 0
* CTS tree: yes
* Synthesized area per cell at 8.020 sq um
* Clock share of power at 17.2%
* Register share of total power at 6.8%
* Final std cells w/o fill at 1620
* Placed inst area at 11090 sq um
* Tool warnings at 156
* PwrDens at 423.9 nW/um^2
[area by class of cell]
cell class                      instances  area share, %
Multi-Input combinational cell        852          52.33
Sequential cell                        91          16.02
Timing Repair Buffer                  387          23.83
Inverter                               45          1.445
Clock inverter                         10         0.9476
Antenna cell                            1        0.01876
Clock buffer                           18          3.377
Tap cell                              216          2.026
[flip-flops by register name (all words and copies together), names as in the netlist]
name	cells
minutes_reg_timer_2	7
hours_reg_timer	7
hours_reg_timer_2	7
clk_out_1	1
seconds_reg_timer_2	7
clk_out_2	1
minutes_reg_cronometro	7
seconds_reg_cronometro	7
count	26
minutes_reg_timer	7
hours_reg_cronometro	7
seconds_reg_timer	7
[kinds of logic (layout without fill, tap and decap cells)]
family,Yosys count,in the layout
simple gates,405,405
fa+ha+maj,47,47
buf+inv,79,460
xor+xnor,75,75
compound gates,284,284
mux,41,41
flops,91,91
other cells,0,1
[worst max-delay path, cell delays in order, from the launching register on]
cell	delay, ns
dfrtn_1	0.33
mux2_4	0.27
o21a_1	0.19
inv_2	0.08
ha_4	0.15
inv_4	0.04
ha_4	0.17
clkinv_8	0.05
xnor2_4	0.07
ha_4	0.18
or2_4	0.24
a221oi_4	0.26
o41ai_4	0.13
nor3_4	0.21
a31oi_2	0.07
xnor2_1	0.20
ha_2	0.21
inv_2	0.05
ha_4	0.15
buf_4	0.14
mux2i_4	0.26
buf_6	0.15
buf_6	0.09
nand2_2	0.04
a31oi_1	0.25
nor2_1	0.17
buf_2	0.17
[metal layers]
layer / wire [um] / up-vias
met1: 13050 / 4456
met2: 12210 / 344
met5: 0 / -
met4: 579 / 0
li1: - / 4481
met3: 1712 / 55
[power by group through the flow]
stage | sequential, W | clock (W) | combinational [W]
final | 0.000384 | 0.000974 | 0.00429
after CTS | 0.000384 | 0.00110 | 0.00353
after global routing | 0.000388 | 0.00116 | 0.00454
[through the flow]
stage               worst slack [ns]  util [%]  power [W]
CTS                           -2.349     79.85   0.005017
global placement              -2.421     69.53   0.003388
floorplan                     -2.023         -   0.002109
detailed placement            -2.481     69.53   0.003410
global route                  -2.786     83.64   0.006090
finish                        -2.541     83.65   0.005653
[cell usage after synthesis (8+ instances only)]
master / instances / share of area [%]
clkbuf_1: 19 / 0.87
ha_1: 44 / 6.7
inv_1: 43 / 2.0
a31oi_1: 11 / 0.84
mux2i_1: 20 / 2.4
and2_1: 15 / 1.1
dfrtn_1: 21 / 6.4
nor3_1: 19 / 1.2
o21ai_1: 8 / 0.49
a21o_1: 16 / 1.5
dfxtp_1: 28 / 6.8
nand2b_1: 20 / 1.5
o211ai_1: 17 / 1.6
a21oi_1: 63 / 3.8
a211oi_1: 9 / 0.82
nand2_1: 109 / 5.0
nor2_1: 109 / 5.0
mux2_2: 11 / 1.5
o21a_1: 11 / 1.0
and3_1: 21 / 1.6
nand3_1: 37 / 2.3
o22ai_1: 17 / 1.3
xor2_1: 31 / 3.3
dfrtp_1: 42 / 13
o21ai_0: 65 / 4.0
nand4_1: 14 / 1.1
xnor2_1: 38 / 4.1
[worst max-delay path by stage]
stage                    start      end  cells after the start  slack, ns
4_1_cts     hours_reg_timer[4]  HEX5[2]                     19      -2.35
5_1_grt   minutes_reg_timer[5]  HEX3[5]                     26      -2.79
6_report  minutes_reg_timer[5]  HEX3[5]                     26      -2.54
[what timing repair did]
action                                 CTS  global route
buffers inserted                        78            39
pin swaps                              107            93
gates cloned                             0             0
endpoints found under the hold margin    0             0
resized                                270           107
setup endpoints to repair               45            45
hold buffers                             0             0
Power figures rest on the tool's default switching activity, not on a simulated workload.
